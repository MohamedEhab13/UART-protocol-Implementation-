[./design.v]
`timescale 1ns / 1ps
module ram #(parameter addr_width = 3 , data_width = 8)
    (
       input logic clk ,
       input logic wr_en ,
       input logic [addr_width-1 : 0] wr_addr,
       input logic [data_width-1 : 0] wr_data,
       input logic [addr_width-1 : 0] rd_addr,
       output logic [data_width-1 : 0] rd_data
    );
 logic [data_width-1 : 0] memory [0 : 2**addr_width - 1] ;
 always_ff @(posedge clk)
       begin
        if (wr_en)
        memory [wr_addr] = wr_data ;
       end   
 assign rd_data = memory[rd_addr] ;
endmodule
[./run.sh]
#!/bin/bash
# OpenROAD 26Q1-2900-gdf79404cd8, Yosys 0.63+post, stock flow scripts
make -C /OpenROAD-flow-scripts/flow DESIGN_CONFIG=/design/flow/config.mk WORK_HOME=/design/flow/orfs finish
[./config.mk]
export PLATFORM = sky130hd
export DESIGN_NAME = ram
export DESIGN_NICKNAME = ram
export VERILOG_FILES = /design/flow/design.v
export SDC_FILE = /design/flow/constraint.sdc
export NUM_CORES = 4
export LEC_CHECK = 1
export CORE_UTILIZATION = 30
[./constraint.sdc]
current_design ram

set clk_period 1.8
set clk_io_pct 0.2

create_clock -name clk0 -period $clk_period [get_ports {clk}]

set non_clock_inputs [all_inputs -no_clocks]
set_input_delay [expr $clk_period * $clk_io_pct] -clock clk0 $non_clock_inputs
set_output_delay [expr $clk_period * $clk_io_pct] -clock clk0 [all_outputs]
==> qor.txt <==
CP Launch Type -> flip-flop
Placed Area -> 2970 um^2
Global Route Usage Sum -> 12.8%
I/O pin count -> 24
Met3 Wirelength -> 905 um
fp util -> 31.0%
Reg clk slew, reported paths -> 60 ps
H-tree Lvls -> 3
DRT antenna net count -> 0
CP Capture Type -> output port
vias -> 1221
CTS tree -> built
WHS Endpoint -> memory[0][6]$_DFFE_PP_
die area -> 8810 um^2
CTS Buf Count -> 9
TNS Setup -> -899 ps
yosys stat area -> 2530 um^2
first-pass GRT wire length -> 7320 um
register area share after synthesis -> 75.9%
Slew HR -> 82.4%
Post-CTS Setup Bufs -> 0
root buf cell -> clkbuf_8
Achievable Freq -> 516 MHz
OpenROAD warning count -> 27
max FFs per register -> 64
Required @ worst endpoint -> 1440 ps
syn_area_per_cell -> 23.9 um^2
WS Path Type -> reg2out
number of cells in Yosys stat -> 106
clk sinks -> 64
Yosys warnings -> 1
Residual DRC -> 0
met2 WL -> 2130 um
synthesized area -> 2530 um^2
DRT iter0 DRCs -> 68
final WL -> 4830 um
die height -> 93.9 um
final hold vios -> 0
Worst Hold Depth -> 1
Worst IR Drop VDD -> 0.400 mV
Final WS setup -> -137 ps
Period Utilization, post-route -> 108%
Top Layer Used -> met4
P&R area growth vs syn -> 24.8%
post-route cell area -> 3160 um^2
WL per Instance -> 18.7 um
WP data arrival -> 1580 ps
number of port buffers -> 23
non-filler instance count after layout -> 258
maximum net fanout on the critical path -> 1
largest net degree at the start of global routing -> 11
Finish-stage setup viols -> 8
antenna violations before repair -> 0
Inst Count DP -> 240
row cnt -> 33
number of global-route vias before repair -> 1425
Slew @ Worst Pin -> 263 ps
RSZ-0062 raised after global routing -> true
Max Cap Viol -> 0
synth unique cells -> 13
Pwr Density -> 973 nW/um^2
HP Start -> wr_data[6]
CTS max path bufs -> 2
Core Region -> 8180 um^2
Horiz. Die Dim -> 93.9 um
wire length on met1 -> 1680 um
static power due to leakage -> 1.06 nW
gpl congestion -> 0.690
Hold Crit Class -> in2reg
DP Worst Slack -> -913 ps
Antenna diodes -> 0
ys flops -> 64
pins over their slew limit -> 0
layout cells sized above 1 -> 39.2%
fin crit period -> 1940 ps
Vias/cell -> 4.73
synthesized instance count -> 106
failing checks -> negative setup slack
status -> complete, but fails checks
GRT overflow -> 0
TritonRoute pass-1 iters -> 4
## how the worst max path moves through the flow
stage / slack [ps] / to / cells past startpoint / from
4_1_cts: -150 / rd_data[4] / 3 / memory[5][4]$_DFFE_PP_
5_1_grt: -190 / rd_data[3] / 3 / memory[4][3]$_DFFE_PP_
6_report: -140 / rd_data[4] / 3 / memory[5][4]$_DFFE_PP_
## report_power, final
| part | switching (mW) | internal, mW |
|---|---|---|
| Clock | 0.485 | 0.633 |
| Sequential | 0.0116 | 1.69 |
| Combinational | 0.0992 | 0.154 |
| Total | 0.596 | 2.48 |
## worst max-delay path, cell delays in order (launching register included)
cell and delay [ps]:
edfxtp_1 380, mux4_2 480, mux2_4 280, buf_2 110
## metrics by stage
step	total power [mW]	hold WS, ps	utilization, %
final	3.07	758	38.6
after global routing	3.20	771	38.6
after CTS	3.09	753	38.4
after detailed placement	1.96	1110	36.3
after global placement	1.95	1060	36.3
after floorplan	1.83	459	-
## layer usage
metal  vias up  GRT usage (%)
met4         0           2.18
met5         -              0
li1        529              -
met2       103           17.2
met1       575           15.5
met3        14           12.2
## synthesized netlist by cell type (all sizes together)
cell / count / area share (%)
buf: 4 / 1.6
clkbuf: 1 / 0.15
edfxtp: 64 / 76
mux2: 8 / 3.6
mux4: 16 / 16
nand2: 2 / 0.30
nand2b: 3 / 0.74
nor2: 6 / 0.89
nor3: 2 / 0.40
## cells in the final DEF (no fill, tap or decap), types with 2 or more instances in the layout
master,n
buf_12,3
clkinv_2,3
mux4_2,16
clkbuf_1,3
nand2_1,2
buf_2,5
buf_4,8
buf_16,2
nor3_1,2
buf_6,4
nor2_1,6
edfxtp_1,64
nand2b_1,3
clkbuf_8,9
mux2_4,8
clkdlybuf4s50_1,13
## area by class of cell
| class | count | area (um^2) |
|---|---|---|
| fillers | 753 | 5020 |
| multi-input cells | 37 | 539 |
| clock buffers | 12 | 135 |
| clock inverters | 4 | 45.0 |
| well taps | 105 | 131 |
| flip-flops and latches | 64 | 1920 |
| repair buffers | 36 | 387 |
## kinds of logic (layout without fill, tap and decap cells)
kind of cell	Yosys count	in the layout	share of synthesized area (%)
flip-flops	64	64	75.9
multiplexers	24	24	20.0
AND/OR/NAND/NOR	13	13	2.32
buffers and inverters	5	52	1.73
## what timing repair did
action	CTS	global route
endpoints found under the hold margin	0	0
resized	59	3
endpoints found under the setup margin	8	8
gates cloned	2	0
hold buffers	0	0
Power is estimated from default activity; no workload was simulated.
